==> design.v <==
module register_file_mux 
	#(
		parameter OPCODE_R  = 7'h33,
		parameter OPCODE_I1 = 7'h13,
		parameter OPCODE_I2 = 7'h03,
		parameter OPCODE_I3 = 7'h67,
		parameter OPCODE_S  = 7'h23,
		parameter OPCODE_U1 = 7'h37,
		parameter OPCODE_U2 = 7'h17,
		parameter OPCODE_B  = 7'h63,
		parameter OPCODE_J  = 7'h6f
	)
	(
	input				iCLK,
	input	 [6:0]		iOpcode,
	input  [4:0]		i_A_RD,
	input  [4:0]		i_A_RS1,
	input  [4:0]		i_A_RS2,
	output [31:0]		o_A_REG_OUT1,
	output [31:0]		o_A_REG_OUT2,
	input  [31:0]		i_A_REG_IN,
	input  [4:0]		i_B_RD,
	input  [4:0]		i_B_RS1,
	input  [4:0]		i_B_RS2,
	output [31:0]		o_B_REG_OUT1,
	output [31:0]		o_B_REG_OUT2,
	input  [31:0]		i_B_REG_IN,
	input  [4:0]		i_C_RD,
	input  [4:0]		i_C_RS1,
	input  [4:0]		i_C_RS2,
	output [31:0]		o_C_REG_OUT1,
	output [31:0]		o_C_REG_OUT2,
	input  [31:0]		i_C_REG_IN,
	input  [4:0]		i_D_RD,
	input  [4:0]		i_D_RS1,
	input  [4:0]		i_D_RS2,
	output [31:0]		o_D_REG_OUT1,
	output [31:0]		o_D_REG_OUT2,
	input  [31:0]		i_D_REG_IN,
	input  [4:0]		i_E_RD,
	input  [4:0]		i_E_RS1,
	input  [4:0]		i_E_RS2,
	output [31:0]		o_E_REG_OUT1,
	output [31:0]		o_E_REG_OUT2,
	input  [31:0]		i_E_REG_IN,
	input  [4:0]		i_F_RD,
	input  [4:0]		i_F_RS1,
	input  [4:0]		i_F_RS2,
	output [31:0]		o_F_REG_OUT1,
	output [31:0]		o_F_REG_OUT2,
	input  [31:0]		i_F_REG_IN,
	output [4:0]		o_X_RD,
	output [4:0]		o_X_RS1,
	output [4:0]		o_X_RS2,
	input  [31:0]		i_X_REG_OUT1,
	input  [31:0]		i_X_REG_OUT2,
	output [31:0]		o_X_REG_IN
	);
	assign o_X_RD = 	(iOpcode==OPCODE_R) ?   i_A_RD :
							(iOpcode==OPCODE_I1 | iOpcode==OPCODE_I2 | iOpcode==OPCODE_I3) ?   i_B_RD :
							(iOpcode==OPCODE_S) ?   i_C_RD :
							(iOpcode==OPCODE_U1 | iOpcode==OPCODE_U2)?   i_D_RD :
							(iOpcode==OPCODE_B) ?   i_E_RD :
							(iOpcode==OPCODE_J) ?   i_F_RD :
							5'h0 ;
	assign o_X_RS1 = 	(iOpcode==OPCODE_R) ?   i_A_RS1 :
							(iOpcode==OPCODE_I1 | iOpcode==OPCODE_I2 | iOpcode==OPCODE_I3) ?   i_B_RS1 :
							(iOpcode==OPCODE_S) ?   i_C_RS1 :
							(iOpcode==OPCODE_U1 | iOpcode==OPCODE_U2) ?   i_D_RS1 :
							(iOpcode==OPCODE_B) ?   i_E_RS1 :
							(iOpcode==OPCODE_J) ?   i_F_RS1 :
							5'h0 ;
	assign o_X_RS2 = 	(iOpcode==OPCODE_R) ?   i_A_RS2 :
							(iOpcode==OPCODE_I1 | iOpcode==OPCODE_I2 | iOpcode==OPCODE_I3) ?   i_B_RS2 :
							(iOpcode==OPCODE_S) ?   i_C_RS2 :
							(iOpcode==OPCODE_U1 | iOpcode==OPCODE_U2) ?   i_D_RS2 :
							(iOpcode==OPCODE_B) ?   i_E_RS2 :
							(iOpcode==OPCODE_J) ?   i_F_RS2 :
							5'h0 ;
	assign o_A_REG_OUT1 = (iOpcode==OPCODE_R) ?   i_X_REG_OUT1 : 32'h0 ;
	assign o_B_REG_OUT1 = (iOpcode==OPCODE_I1 | iOpcode==OPCODE_I2 | iOpcode==OPCODE_I3) ?   i_X_REG_OUT1 : 32'h0 ;
	assign o_C_REG_OUT1 = (iOpcode==OPCODE_S) ?   i_X_REG_OUT1 : 32'h0 ;
	assign o_D_REG_OUT1 = (iOpcode==OPCODE_U1 | iOpcode==OPCODE_U2) ?   i_X_REG_OUT1 : 32'h0 ;
	assign o_E_REG_OUT1 = (iOpcode==OPCODE_B) ?   i_X_REG_OUT1 : 32'h0 ;
	assign o_F_REG_OUT1 = (iOpcode==OPCODE_J) ?   i_X_REG_OUT1 : 32'h0 ;
	assign o_A_REG_OUT2 = (iOpcode==OPCODE_R) ?   i_X_REG_OUT2 : 32'h0 ;
	assign o_B_REG_OUT2 = (iOpcode==OPCODE_I1 | iOpcode==OPCODE_I2 | iOpcode==OPCODE_I3) ?   i_X_REG_OUT2 : 32'h0 ;
	assign o_C_REG_OUT2 = (iOpcode==OPCODE_S) ?   i_X_REG_OUT2 : 32'h0 ;
	assign o_D_REG_OUT2 = (iOpcode==OPCODE_U1 | iOpcode==OPCODE_U2) ?   i_X_REG_OUT2 : 32'h0 ;
	assign o_E_REG_OUT2 = (iOpcode==OPCODE_B) ?   i_X_REG_OUT2 : 32'h0 ;
	assign o_F_REG_OUT2 = (iOpcode==OPCODE_J) ?   i_X_REG_OUT2 : 32'h0 ;
	assign o_X_REG_IN = 	(iOpcode==OPCODE_R) ?   i_A_REG_IN :
								(iOpcode==OPCODE_I1 | iOpcode==OPCODE_I2 | iOpcode==OPCODE_I3) ?   i_B_REG_IN :
								(iOpcode==OPCODE_S) ?   i_C_REG_IN :
								(iOpcode==OPCODE_U1 | iOpcode==OPCODE_U2) ?   i_D_REG_IN :
								(iOpcode==OPCODE_B) ?   i_E_REG_IN :
								(iOpcode==OPCODE_J) ?   i_F_REG_IN :
								32'h0 ;
	always @(posedge iCLK) 
	begin
	end
endmodule
==> run.sh <==
#!/bin/bash
# OpenROAD 26Q1-2900-gdf79404cd8, Yosys 0.63+post, stock flow scripts
make -C /OpenROAD-flow-scripts/flow DESIGN_CONFIG=/design/flow/config.mk WORK_HOME=/design/flow/orfs finish
==> config.mk <==
export PLATFORM = sky130hd
export DESIGN_NAME = register_file_mux
export DESIGN_NICKNAME = register_file_mux
export VERILOG_FILES = /design/flow/design.v
export SDC_FILE = /design/flow/constraint.sdc
export NUM_CORES = 4
export LEC_CHECK = 1
export CORE_AREA = 10 10 305 305
export DIE_AREA = 0 0 315 315
==> constraint.sdc <==
current_design register_file_mux

set clk_period 15.5
set clk_io_pct 0.2

create_clock -name clk0 -period $clk_period

set non_clock_inputs [all_inputs -no_clocks]
set_input_delay [expr $clk_period * $clk_io_pct] -clock clk0 $non_clock_inputs
set_output_delay [expr $clk_period * $clk_io_pct] -clock clk0 [all_outputs]
==> flow_metrics.env <==
# source this file to load flow results
export IMPL_status="finished, final reports clean"
export IMPL_globalplace_congestion=0.8661
export IMPL_yosys_cell_count_top_type="and2_1"
export IMPL_yosys_stat_chipArea_um2=5039
export IMPL_ys_types=32
export IMPL_class_of_the_most_critical_hold_timing_path="in2out"
export IMPL_ff_count=0
export IMPL_setup_worst_path_class="in2out"
export IMPL_post_route_cells_drive_above_1_share=0.04330
export IMPL_core_um2=86620
export IMPL_route_antenna_remaining_nets=0
export IMPL_chip_area_um2=99230
export IMPL_clock_buffers=0
export IMPL_gr_usage_all_layers=0.1254
export IMPL_power_density_nw_per_um2=12.98
export IMPL_layout_min_cycle_time_ps=9489
export IMPL_syn_to_final_growth_pct=181.4
export IMPL_avgRoutedWirePerCell_um=24.81
export IMPL_critical_path_startpoint="iOpcode[6]"
export IMPL_timing_critical_path_from_type="input port"
export IMPL_drt_pre_antenna_iters=5
export IMPL_routed_wirelength_mm=66.02
export IMPL_netlist_top_cells_count="and2_1, a22oi_1, a21oi_1"
export IMPL_cts_setup_buffers=0
export IMPL_die_height_um=315
export IMPL_synth_seq_area_share=0
export IMPL_final_hpwl_from_detailed_placement_mm=57.84
export IMPL_critPathCaptureType="primary output"
export IMPL_synth_cells=783
export IMPL_first_global_vias=9144
export IMPL_drtIter0Drc=501
export IMPL_critPathTopFamily="buffers and inverters"
export IMPL_hold_viol=0
export IMPL_floorplan_core_util=0.05817
export IMPL_yosys_cells=783
export IMPL_grt_setup_unrepaired="no"
export IMPL_max_freq_mhz=105.4
export IMPL_final_report_setup_violation_count=0
export IMPL_maxCapViolCount=0
export IMPL_totalNegativeSetupSlack_ps=0
export IMPL_cp_endpoint="o_F_REG_OUT2[28]"
export IMPL_cp_buffers_inverters=4
export IMPL_path_depth=8
export IMPL_max_rail_drop_vdd_v=0.00001031
export IMPL_floorplan_rows=108
export IMPL_timing_slew_headroom=0.4319
export IMPL_fill_cells=9808
export IMPL_cp_max_fo=50
export IMPL_post_cts_resized=0
export IMPL_synth_warnings=1
export IMPL_openroad_warnings=33
export IMPL_data_arrival_time_at_the_worst_slack_endpoint_ps=6390
export IMPL_grt_antenna_before_repair=13
export IMPL_num_io_pins=785
export IMPL_routed_via_density=3.361
export IMPL_floorplan_die_width_um=315
export IMPL_worstPathRequired_ps=12400
export IMPL_grt_pass1_wl_mm=85.10
export IMPL_dp_cells=2656
export IMPL_p_sw_uw=75.56
export IMPL_cp_slowest_stage_delay_ps=760
export IMPL_synthesis_area_um2=5039
export IMPL_num_vias=8943
export IMPL_worstPathCellList="clkdlybuf4s50_1 > and3b_1 > nand3_2 > buf_4 > nor2b_4 > buf_4 > and2_1 > clkdlybuf4s50_1"
export IMPL_final_util=0.1637
export IMPL_holdBufCountCts=0
export IMPL_postSynthAreaPerCell_um2=6.435
export IMPL_grt_ovfl_total=0
export IMPL_seqCellArea_um2=0
export IMPL_power_internal_uw=108.5
export IMPL_stdcell_count=2661
export IMPL_power_switching_fraction=0.4105
export IMPL_min_period_over_period=0.6122
export IMPL_tightestPinTransition_ps=845.9
export IMPL_post_synth_main_area_contributors="and2_1, o2bb2ai_1, a22oi_1, o221a_2, nand2b_1"
export IMPL_synth_largest_area_cell="and2_1"
export IMPL_synth_top_cell_area_share=0.4793
export IMPL_port_buffers=784
export IMPL_finalMaxSlewViolations=0
export IMPL_pin_count_of_the_biggest_net_entering_global_routing=65
export IMPL_drcViolationCount=0
export IMPL_critPathSlowestCell="clkdlybuf4s50_1"
export IMPL_power_static_leakage_uw=0.004596
==> logic make-up after synthesis <==
group                  share of synthesized area
AND-OR/OR-AND                             0.3581
buffers and inverters                    0.07922
AND/OR/NAND/NOR                           0.5627
==> area by class of cell <==
type,instances,area (um^2),share of cell area
timing repair buffer,808,8028,0.5662
antenna,5,12.51,0.0008825
multi-input combinational,691,4684,0.3304
tap,1155,1445,0.1019
inverter,2,7.507,0.0005295
==> power by group through the flow <==
| stage | Clock (uW) | Combinational [uW] | Sequential, uW |
|---|---|---|---|
| 5_1_grt | 0.00000865 | 196 | 0 |
| 4_1_cts | 0 | 189 | 0 |
==> per-layer routing <==
layer | GRT usage | up-vias | part of all wire
met5 | 0 | - | 0.0010
met4 | 0.01153 | 10 | 0.011
met3 | 0.04223 | 32 | 0.094
met2 | 0.2261 | 510 | 0.51
met1 | 0.1463 | 4228 | 0.39
li1 | - | 4163 | -
==> cell usage in the layout, fill, tap and decap left out, types with 5 or more instances in the layout <==
master and instances:
diode_2 5, o221a_1 19, o221a_2 27, nand2b_1 45, o21ai_1 5, a21oi_1 47
buf_4 24, a22oi_1 48, and2_1 385, clkdlybuf4s50_1 784, o2bb2ai_1 46, o21ai_0 43
==> tightest hold or removal path, delay by kind of cell <==
kind	cells	cell delay, ps
simple gates	1	160
buf+inv	2	870
==> per-stage QoR <==
stage | area [um^2] | setup WS [ps] | hold WS [ps] | total power (uW)
floorplan | 5039 | 8122 | 6272 | 31.40
global placement | 14160 | 5943 | 7234 | 187.4
detailed placement | 14160 | 5964 | 7240 | 187.7
CTS | 14160 | 5958 | 7240 | 188.8
global route | 14170 | 5833 | 7263 | 196.1
finish | 14180 | 6011 | 7233 | 184.1
==> worst min-delay path by stage <==
stage                start          endpoint  slack, ps  cells after the start
5_1_grt   i_X_REG_OUT1[28]  o_E_REG_OUT1[28]       7260                      3
6_report  i_X_REG_OUT1[28]  o_E_REG_OUT1[28]       7230                      3
4_1_cts   i_X_REG_OUT1[28]  o_E_REG_OUT1[28]       7240                      3
Power figures rest on the tool's default switching activity, not on a simulated workload.
