[flow/run.sh]
#!/bin/bash
# OpenROAD 26Q1-2900-gdf79404cd8, Yosys 0.63+post, stock flow scripts
make -C /OpenROAD-flow-scripts/flow DESIGN_CONFIG=/design/flow/config.mk WORK_HOME=/design/flow/orfs finish
[flow/config.mk]
export PLATFORM = sky130hd
export DESIGN_NAME = instruction_type_s
export DESIGN_NICKNAME = instruction_type_s
export VERILOG_FILES = /design/flow/design.v
export SDC_FILE = /design/flow/constraint.sdc
export NUM_CORES = 4
export LEC_CHECK = 1
export CORE_AREA = 10 10 119 119
export DIE_AREA = 0 0 129 129
[flow/constraint.sdc]
current_design instruction_type_s

set clk_period 13.2
set clk_io_pct 0.2

create_clock -name clk0 -period $clk_period

set non_clock_inputs [all_inputs -no_clocks]
set_input_delay [expr $clk_period * $clk_io_pct] -clock clk0 $non_clock_inputs
set_output_delay [expr $clk_period * $clk_io_pct] -clock clk0 [all_outputs]
[flow/design.v]
module instruction_type_s(
	input				iCLK,
	input	 [31:0]	iIR,
	input	 [31:0]	iREG_OUT1,
	input	 [31:0]	iREG_OUT2,
	output [4:0] 	oRD,
	output [4:0] 	oRS1,
	output [4:0] 	oRS2,
	output [31:0]	oREG_IN,
	output			oRAM_CE,
	output 			oRAM_WR,
	output [31:0]	oRAM_ADDR,
	input  [31:0]	iRAM_DATA,
	output [31:0]	oRAM_DATA
	);
	wire [2:0] func3;
	wire [4:0] imm5;
	wire [6:0] imm7;
	wire [11:0] imm12;
	wire [31:0] alu_in1,alu_in2,alu_out, ram_address,ram_data_rd;
	wire [31:0] ram_data_byte_wr,ram_data_half_wr,ram_data_word_wr;
	wire [15:0] ram_data_half;
	assign oRD = 5'h00;
	assign oRS1 = iIR[19:15];
	assign oRS2 = iIR[24:20];
	assign imm5 = iIR[11:7];
	assign imm7 = iIR[31:25];
	assign imm12 = {imm7,imm5};
	assign func3 = iIR[14:12];
	assign alu_in1 = iREG_OUT1;
	assign alu_in2 = iREG_OUT2;
	assign oRAM_CE = 1;
	assign oRAM_WR = 1;
	assign ram_address = alu_in1 + imm12;
	assign oRAM_ADDR = ram_address;
	assign ram_data_rd = iRAM_DATA;
	assign ram_data_byte_wr = 	(ram_address[1:0] == 2'b00) ? (alu_in2[7:0] | (ram_data_rd & 32'hffffff00)):
										(ram_address[1:0] == 2'b01) ? ((alu_in2[7:0]<<8) | (ram_data_rd & 32'hffff00ff)):
										(ram_address[1:0] == 2'b10) ? ((alu_in2[7:0]<<16) | (ram_data_rd & 32'hff00ffff)):
										(ram_address[1:0] == 2'b11) ? ((alu_in2[7:0]<<24) | (ram_data_rd & 32'h00ffffff)): 32'h00;
	assign ram_data_half_wr = 	(ram_address[1] == 1'b0) ? ((alu_in2[15:0]) | (ram_data_rd & 32'hffff0000)):
										(ram_address[1] == 1'b1) ? ((alu_in2[15:0]<<16) | (ram_data_rd & 32'h0000ffff)): 32'h00;
	assign ram_data_word_wr = alu_in2;
	assign oRAM_DATA =(func3=={3'h0}) ?   ram_data_byte_wr :	 
							(func3=={3'h1}) ?   ram_data_half_wr :	 
							(func3=={3'h2}) ?   ram_data_word_wr :	 
							32'h00000000 ;
	assign oREG_IN = 32'h0;
endmodule
==> notes.md <==
yosys + openroad results -> status=complete, no violations, Final Util=32.4%, first-pass GRT wire length=15.1 mm, Synth area leaders=buf_4, xnor2_1, a21oi_1, static leakage=0.00150 uW, Clock power frac=0%, Max-area cell share=17.7%, cell accounting for the most synthesized area=buf_4, DPL Wire Length=8.88 mm, CTS resizes=0, post-layout min period=8.90 ns, Hold Startpoint=iIR[15], Total Wirelength=10.2 mm, Unique cell types=44, Die H=129 um, Logic pwr share=100.0%, switching pwr=57.1 uW, Reg power frac=0%, YS chip area=0.00208 mm2, GP Congestion=0.884, Post-synth top cells=buf_4, a21oi_1, nor2_1, Log Warnings=40, Floorplan Utilization=18.1%, DRC errors left=0, gr ovfl total=0, CP max FO=22, sw frac=39.3%, number of antenna violations at the first check in global routing=0, worst setup margin=4.30 ns, Synth top cell by count=buf_4, Post-Syn Instances=328, pin count of the biggest net entering global routing=23, headroom to the max-slew limit=43.9%, Flops=0, PwrDens=38.8 mW/mm2, WP data arrival=6.26 ns, Hold Path Class=primary input to output port, # clk buffers=0, register area=0 um2, Vias=2768, synthesized area per cell=6.34 um2, Die Wd=129 um, post-route setup TNS=0 ns, CP Class=primary input to output port, Final Total Pwr=145 uW, hold path depth=0, Pins Over Slew Limit=0, Worst setup SP type=primary input, vias in the first global route=2784, row count=39, register share after synthesis=0%, MaxCap Viol Count=0, Area growth syn-to-layout=79.6%, DRT iter0 DRCs=142, Post-CTS Setup Inserts=0, CP endpoint kind=output port, share of layout cells above drive strength 1=1.25%, Hold EP=oRS1[0], iteration count of the initial detailed-routing pass=6, dpl ws=4.32 ns, Ports=242, VDD IR max=0.0198 mV, RSZ-0062 raised after global routing=false, antenna-violating nets left=0, f_max=112 MHz, Yosys Instances=328, DR WL/cell=16.4 um, Antenna diodes=0, YS warnings=0, fin crit share=67.4%, IO Port Bufs=175, Final setup viols=0, core area=0.0115 mm2, chip area=0.0166 mm2, Slew @ Worst Pin=0.840 ns, total internal power=88.0 uW, vias per cell=4.45, gr usage total=11.1%, hold_buf cts=0, Post-Syn Area=0.00208 mm2, Final Hold Viols=0, Required @ worst endpoint=10.56 ns
[power groups by stage]
stage | combinational [uW] | clock [uW] | sequential, uW
final | 145 | 0 | 0
after CTS | 147 | 0 | 0
after global routing | 160 | 0 | 0
[area by class of cell]
| type | count | area, um2 |
|---|---|---|
| Fill cell | 1233 | 7780 |
| Timing Repair Buffer | 177 | 1770 |
| Multi-Input combinational cell | 285 | 1730 |
| Tap cell | 143 | 179 |
| Inverter | 17 | 63.8 |
[cell families (layout without fill, tap and decap cells)]
logic type	after synthesis	after routing	share of synthesized area [%]
AND-OR/OR-AND	102	102	32.4
other	2	39	0.361
XOR/XNOR	29	29	12.2
buffers and inverters	80	194	23.7
AND/OR/NAND/NOR	102	102	23.2
adder cells (fa/ha/maj)	13	13	8.18
[routing by layer]
layer | wire, um | up-vias | GRT usage [%] | part of all wire, %
li1 | - | 1386 | - | -
met1 | 4110 | 1234 | 13.5 | 40
met2 | 4960 | 136 | 19.2 | 49
met3 | 989 | 12 | 3.29 | 9.7
met4 | 155 | 0 | 1.67 | 1.5
met5 | 0 | - | 0 | 0
[worst max-delay path: stages]
cell and delay, ns:
clkdlybuf4s50_1 0.46, ha_1 0.26, inv_1 0.08, fa_1 1.04
inv_1 0.25, nor2_1 0.16, a21oi_1 0.09, nor2_1 0.48
a222oi_1 0.22, inv_1 0.08, clkdlybuf4s50_1 0.50
[worst max path at each step]
stage / start / endpoint / slack (ns)
CTS: iIR[7] / oRAM_DATA[14] / 4.31
finish: iIR[7] / oRAM_DATA[14] / 4.30
global route: iIR[7] / oRAM_DATA[14] / 4.04
[through the flow]
stage | instances | hold slack [ns] | instance area [um2]
detailed placement | 622 | 5.28 | 3740
global route | 622 | 5.28 | 3740
global placement | 622 | 5.28 | 3740
floorplan | 365 | 5.31 | 2220
finish | 622 | 5.28 | 3740
CTS | 622 | 5.28 | 3740
[placed cells by master (no fill, tap or decap), types with 2 or more instances in the layout]
cell               n
buf_4              2
a22o_1             8
and2_1             2
nor2_1            32
nor2b_1            8
xnor2_1           24
nor3_1             3
or3_1              2
o21ai_0           21
a21o_1             2
and3_1             5
o211ai_1           2
nand4_1            6
a31oi_1            2
o22ai_1            2
clkdlybuf4s50_1  175
a211o_1            2
nand2b_1           4
xor2_1             5
conb_1            39
a211oi_1           4
a222oi_1           8
a22oi_1            7
inv_1             17
ha_1              12
nand2_1           26
nand3_1           12
a21oi_1           34
Power and IR drop assume default switching activity.
