File: design/flow/config.mk
export PLATFORM = sky130hd
export DESIGN_NAME = instruction_type_i
export DESIGN_NICKNAME = instruction_type_i
export VERILOG_FILES = /design/flow/design.v
export SDC_FILE = /design/flow/constraint.sdc
export NUM_CORES = 4
export LEC_CHECK = 1
export CORE_UTILIZATION = 30
File: design/flow/constraint.sdc
current_design instruction_type_i

set clk_period 10.9
set clk_io_pct 0.2

create_clock -name clk0 -period $clk_period

set non_clock_inputs [all_inputs -no_clocks]
set_input_delay [expr $clk_period * $clk_io_pct] -clock clk0 $non_clock_inputs
set_output_delay [expr $clk_period * $clk_io_pct] -clock clk0 [all_outputs]
File: design/flow/design.v
module instruction_type_i
	#(
		parameter OPCODE_I1 = 7'h13,
		parameter OPCODE_I2 = 7'h03,
		parameter OPCODE_I3 = 7'h67
	)
	(
	input				iCLK,
	input	 [31:0]	iIR,
	output [4:0] 	oRD,
	output [4:0] 	oRS1,
	output [31:0]	oREG_IN,
	input	 [31:0]	iREG_OUT1,  
	output			oRAM_CE,
	output [31:0]	oRAM_ADDR,
	input	 [31:0]	iRAM_DATA,  
	input  [31:0]  iPC,
	output [31:0]  oPCBR
	);
	wire [6:0]  opcode;
	wire [2:0]  func3;
	wire [11:0] imm12;
	wire [31:0] alu_in1,alu_in2,alu_out_i1,alu_out_i2,alu_out_i3,ram_address,ram_data;
	wire [7:0] 	ram_data_byte;
	wire [15:0] ram_data_half;
	assign opcode 	= iIR[6:0];
	assign oRD 		= iIR[11:7];
	assign func3 	= iIR[14:12];
	assign oRS1 	= iIR[19:15];
	assign imm12 	= iIR[31:20];
	assign alu_in1 = iREG_OUT1;
	assign alu_in2 = imm12;
	assign alu_out_i1 = 	(func3=={3'h0}) ?   alu_in1 + alu_in2 :												 
								(func3=={3'h4}) ?   alu_in1 ^ alu_in2 :												 
								(func3=={3'h6}) ?   alu_in1 | alu_in2 : 											 
								(func3=={3'h7}) ?   alu_in1 & alu_in2 :												 
								(func3=={3'h1}) ?   alu_in1 << alu_in2[4:0] :										 
								(func3=={3'h5}) & (alu_in2[11:5]==7'h00) ?  alu_in1 >> alu_in2[4:0] :		 
								(func3=={3'h5}) & (alu_in2[11:5]==7'h20) ?  alu_in1 >>> alu_in2[4:0] :	 
								(func3=={3'h2}) ?   $signed(alu_in1) < $signed(alu_in2[4:0]) ? 1 : 0  :	 
								(func3=={3'h3}) ?   alu_in1 < alu_in2[4:0] ? 1 : 0 :							 
								32'h0 ;
	assign oRAM_CE = 1;
	assign oRAM_WR = 0;
	assign ram_address = alu_in1 + alu_in2;
	assign oRAM_ADDR = ram_address;
	assign ram_data = iRAM_DATA;
	assign ram_data_byte = 	(ram_address[1:0] == 2'b00) ? ram_data[7:0]:
									(ram_address[1:0] == 2'b01) ? ram_data[15:8]:
									(ram_address[1:0] == 2'b10) ? ram_data[23:16]:
									(ram_address[1:0] == 2'b11) ? ram_data[31:24]: 8'h00;
	assign ram_data_half = 	(ram_address[1] == 1'b0) ? ram_data[15:0]:
									(ram_address[1] == 1'b1) ? ram_data[31:16]: 16'h0000;
	assign alu_out_i2 = (func3=={3'h0}) ?   $signed(ram_data_byte) :	 
						  (func3=={3'h1}) ?   $signed(ram_data_half):	 
						  (func3=={3'h2}) ?   ram_data : 					 
						  (func3=={3'h4}) ?   ram_data_byte :				 
						  (func3=={3'h5}) ?   ram_data_half:				 
						  32'h0 ;
	assign alu_out_i3 = iPC + 4;
	assign oPCBR =		iREG_OUT1 + imm12;
	assign oREG_IN = 	(opcode==OPCODE_I1) ? alu_out_i1:
							(opcode==OPCODE_I2) ? alu_out_i2:
							(opcode==OPCODE_I3) ? alu_out_i3:
							32'h0;
endmodule
File: design/flow/run.sh
#!/bin/bash
# OpenROAD 26Q1-2900-gdf79404cd8, Yosys 0.63+post, stock flow scripts
make -C /OpenROAD-flow-scripts/flow DESIGN_CONFIG=/design/flow/config.mk WORK_HOME=/design/flow/orfs finish
==> flow_summary.toml <==
# synthesis and place-and-route metrics
[yosys]
netlist.top_cell.by_area = "sky130_fd_sc_hd__mux4_2"
yosys_cells = 1106
logic_family = "AND-OR/OR-AND gates"
synth_sequential_area_ratio_pct = 0
synthTopCellsByArea = "sky130_fd_sc_hd__mux4_2 (12%), sky130_fd_sc_hd__mux2i_1 (9.7%), sky130_fd_sc_hd__nand2_1 (5.4%)"
xor_share_pct = 5.85
compound_area_share_pct = 27.8
syn-cell-area_mm2 = 0.00793
ys_sh_adder_pct = 5.14
syn_inst = 1106
synth_cell_type_count = 82
synth_chip_area_mm2 = 0.00793
post-synth-top-area-fraction_pct = 12.5
yosys_warnings = 1
fraction_of_the_mapped_netlist_area_in_simple_logic_gates_pct = 22.6
postSynthAreaPerCell_um2 = 7.17
muxShareOfSynthArea_pct = 26.7

[drt]
detailroute.via_count = 9902
route.antenna.remaining_nets = 0
dr.pass1.iters = 6
vias_per_cell = 6.40
drt-initial-drc-count = 896
detail_route.drc_violations = 0
routed_wl_um = 42000
antenna-diode-count = 0
routed_wire_length_per_instance_um = 27.1

[sta]
tightest_slew_ps = 867
rsz0062_at_grt = "no"
fin_crit_ps = 9200
setup_viol = 0
slew_viol_final = 0
setup_tns_final_ps = 0
achievable-frequency_ghz = 0.109
hold_violations = 0
maxSlewHeadroom_pct = 42.2
period_used_pct = 84.4

[placed_design]
place.detailed.hpwl_um = 32300
numPortBuffers = 214
dpl_cell_area_mm2 = 0.00994
globalplace.congestion = 0.994

[worst_setup_path]
path_max_fanout = 28
critPathCaptureType = "output port"
cp_data_required_time_ps = 8720
cp_data_arrival_time_ps = 7020
critPathKind = "input port to output port"
critical_path.startpoint_type = "input port"

[pwr]
max-vdd-ir-drop_mv = 0.0289
cellLeakagePower_uw = 0.00362
power.density_cell_area_mw_per_mm2 = 45.5

[clock_network]
post_cts_buffers = 0
cts_hold_buffers = 0
ctsResizeCount = 0

[floorplan]
initial_core_util_pct = 30.5
fp-row-count = 59
die.size.y_um = 165
coreArea_mm2 = 0.0260
chip_area_mm2 = 0.0271
die_width_um = 165
boundaryPins = 236

[run_status]
status = "finished clean"

[cells_and_area]
n_fill_cell = 2742
clkbuf_count = 0
final_design_area_no_fill_mm2 = 0.00994
area_delta_synth_final_pct = 25.3
n_sequential_cell = 0
seqCellArea_um2 = 0
share_of_the_core_filled_with_cells_in_the_final_layout_pct = 38.2
layout-drive-gt1-share_pct = 10.6

[global_route]
antenna_found_initial = 0
grt_pass1_wl_um = 60900
global_route_total_usage_across_every_layer_pct = 31.1
global_route.overflow_total = 0
grt_max_degree = 55
first_global_vias = 9523

[job]
timing.max_cap.violations = 0
warning_count = 51

[hold_path]
worst_hold_path_type = "input port to output port"
[path summary, 6_finish.rpt]
check,depth (start not counted),slack (ps),end,from
worst min-delay path,0,4360,oRD[0],iIR[7]
worst max-delay path,12,1700,oREG_IN[12],iIR[24]
[synthesized netlist by cell type, drive strengths merged (7+ instances only)]
cell    number
a211oi      11
clkbuf      64
nand2      115
o221ai      10
o21ai       78
buf         76
o22ai       20
a21oi       55
or2          7
a221oi      23
nand4       22
nor2        88
and4         7
nand2b      10
or3          8
and3        12
mux2        27
nand3       37
mux4        46
xor2        24
inv         34
nor3        21
o211ai      11
a31oi       20
nor4        13
a221o        8
a22oi       28
and2        10
xnor2       29
ha          31
mux2i       77
nor2b        8
[cell usage in the layout (no fill, tap or decap), types with 20 or more instances in the layout]
| master | instances |
|---|---|
| sky130_fd_sc_hd__a21oi_1 | 55 |
| sky130_fd_sc_hd__a22oi_1 | 28 |
| sky130_fd_sc_hd__nand2_1 | 115 |
| sky130_fd_sc_hd__a31oi_1 | 20 |
| sky130_fd_sc_hd__nand4_1 | 22 |
| sky130_fd_sc_hd__o22ai_1 | 20 |
| sky130_fd_sc_hd__clkdlybuf4s50_1 | 211 |
| sky130_fd_sc_hd__buf_4 | 34 |
| sky130_fd_sc_hd__o21ai_0 | 75 |
| sky130_fd_sc_hd__nor2_1 | 88 |
| sky130_fd_sc_hd__nand3_1 | 37 |
| sky130_fd_sc_hd__xor2_1 | 24 |
| sky130_fd_sc_hd__mux2_2 | 27 |
| sky130_fd_sc_hd__ha_1 | 31 |
| sky130_fd_sc_hd__mux2i_1 | 77 |
| sky130_fd_sc_hd__xnor2_1 | 29 |
| sky130_fd_sc_hd__mux4_2 | 44 |
| sky130_fd_sc_hd__a221oi_1 | 22 |
| sky130_fd_sc_hd__inv_1 | 32 |
[cell families (layout without fill, tap and decap cells)]
family                     count (synthesis)  count (layout)
AOI/OAI and AO/OA                        323             323
xor gates and xnor gates                  53              53
adders and majority gates                 32              32
buffers and inverters                    177             284
muxes                                    150             150
other                                      1               1
and+or+nand+nor                          370             370
[power breakdown]
| group | internal (uW) | leakage [uW] | total [uW] | switching (uW) |
|---|---|---|---|---|
| logic | 205 | 0.00362 | 452 | 247 |
| clock network | 0 | 0 | 0 | 0 |
| registers | 0 | 0 | 0 | 0 |
| total | 205 | 0.00362 | 452 | 247 |
[layout make-up]
cell class / instances / area (um2) / area share, %
timing repair buffer: 247 / 2380 / 23.9
multi-input combinational: 929 / 7000 / 70.5
tap: 335 / 419 / 4.22
inverter: 37 / 139 / 1.40
[critical path, cell delays in order]
cell and delay [ps]:
sky130_fd_sc_hd__clkdlybuf4s50_1 450, sky130_fd_sc_hd__buf_4 320, sky130_fd_sc_hd__clkinv_1 660, sky130_fd_sc_hd__ha_1 630, sky130_fd_sc_hd__nand3_1 120, sky130_fd_sc_hd__nand2_1 100, sky130_fd_sc_hd__o2111ai_1 720, sky130_fd_sc_hd__nand2_1 460
sky130_fd_sc_hd__xnor2_1 510, sky130_fd_sc_hd__a221oi_1 210, sky130_fd_sc_hd__nor2_1 160, sky130_fd_sc_hd__clkdlybuf4s50_1 490
[per-layer routing]
layer,up-vias,routed length (um),global-route usage (%)
li1,4406,-,-
met1,4752,17100,43.0
met5,-,0,0
met2,642,18900,49.2
met3,102,4510,5.69
met4,0,1490,9.59
[through the flow]
| step | setup slack [ps] | cells | hold WS (ps) | power [uW] |
|---|---|---|---|---|
| final | 1700 | 1548 | 4360 | 452 |
| after floorplan | 3610 | 1106 | 4420 | 254 |
| after detailed placement | 1920 | 1548 | 4360 | 442 |
| after global routing | 1680 | 1548 | 4360 | 478 |
| after CTS | 1920 | 1548 | 4360 | 444 |
| after global placement | 1910 | 1548 | 4360 | 445 |
Power is estimated from default activity; no workload was simulated.
